**design/flow/config.mk**
```make
export PLATFORM = sky130hd
export DESIGN_NAME = ROM
export DESIGN_NICKNAME = ROM
export VERILOG_FILES = /design/flow/design.v
export SDC_FILE = /design/flow/constraint.sdc
export NUM_CORES = 4
export LEC_CHECK = 1
export CORE_AREA = 10 10 70 70
export DIE_AREA = 0 0 80 80
```
**design/flow/constraint.sdc**
```tcl
current_design ROM

set clk_period 1.3
set clk_io_pct 0.2

create_clock -name clk0 -period $clk_period

set non_clock_inputs [all_inputs -no_clocks]
set_input_delay [expr $clk_period * $clk_io_pct] -clock clk0 $non_clock_inputs
set_output_delay [expr $clk_period * $clk_io_pct] -clock clk0 [all_outputs]
```
**design/flow/design.v**
```verilog
module ROM (
    input [2:0] Pcount ,
    input [1:0] Tcount,
    output reg [4:0] Wtime 
);
    reg [4:0] rom [0:31];
integer i ;
    initial begin
        rom[0] =0 ;    rom[1] =0 ;   rom[2] =0 ;   rom[3] =0 ;
        rom[4] =0 ;    rom[5] =0 ;   rom[6] =0 ;   rom[7] =0 ;
        rom[8] =0 ;    rom[9] = 3;   rom[10] =6 ;  rom[11] =9 ; 
        rom[12] = 12 ; rom[13] =15 ; rom[14] =18 ;  rom[15] = 21;
        rom[16] = 0;   rom[17] = 3;  rom[18] =4 ;  rom[19] =6 ;
        rom[20] = 7 ;  rom[21] =9 ;  rom[22] =10 ; rom[23] = 12;
        rom[24] = 0;   rom[25] =3 ;  rom[26] = 4;  rom[27] =5 ; 
        rom[28] = 6;   rom[29] =7 ;  rom[30] = 8;  rom[31] = 9; 
    end
always @(*) begin
    Wtime = rom[{Tcount , Pcount}]; 
end 
endmodule
```
**design/flow/run.sh**
```bash
#!/bin/bash
# OpenROAD 26Q1-2900-gdf79404cd8, Yosys 0.63+post, stock flow scripts
make -C /OpenROAD-flow-scripts/flow DESIGN_CONFIG=/design/flow/config.mk WORK_HOME=/design/flow/orfs finish
```
==> job_summary.md <==
## Implementation flow summary

| Metric | Value |
|---|---|
| Routed wire length | `~740 um` |
| CLK BUF | `0` |
| Max VDD drop | `between 0.00004 and 0.00005 V` |
| Area after DPL | `431.7 um^2` |
| Routed len/inst | `about 7.8 um` |
| Cells after DPL | `94` |
| Max-Cap Viols | `0` |
| Antenna violations before repair | `0` |
| Synth Warn # | `1` |
| Drt via density | `2.958` |
| Final worst slack | `-0.1030 ns` |
| Tot Pwr | `around 0.00013 W` |
| Sequential area share after synthesis | `0` |
| Lkg Pwr | `around 0.2 nW` |
| WP data arrival | `roughly 1.1 ns` |
| Failing checks | `negative setup slack` |
| Post-Syn Area | `between 200 and 300 um^2` |
| Crit path kind | `primary input to primary output` |
| YS chip area | `252.7 um^2` |
| Flop area | `0 um^2` |
| Vias in the first global route | `around 280` |
| PwrDens | `about 250 mW/mm^2` |
| Tcrit/Tclk final | `1.079` |
| Req. time, crit path | `1.04 ns` |
| Rows | `21` |
| Final hold violations | `0` |
| Drt first pass iters | `2` |
| Tool warning count | `38` |
| Post-route design area | `around 500 um^2` |
| Largest net degree at the start of global routing | `11` |
| Setup crit start kind | `primary input` |
| Unique cell types | `19` |
| RSZ-0062 raised after global routing | `true` |
| Final setup fails | `3` |
| Remaining Overflow, GRT | `0` |
| Critical path launch point | `Pcount[1]` |
| DR iter-0 viols | `7` |
| Hold Crit Start | `Tcount[1]` |
| Core Area | `0.003416 mm^2` |
| Gpl congestion | `0.7305` |
| # Cells Yosys | `35` |
| Boundary Pins | `10` |
| Max-slew violations | `0` |
| Run status | `complete, but fails checks` |
| F_max | `just over 700 MHz` |
| Syn avg cell area | `a little over 7 um^2` |
| # DRC | `0` |
| CP Max Fanout | `5` |
| Tot GR Track Use | `0.02170` |
| Post-route non-filler standard cell count | `~95` |
| Diodes inserted | `0` |
| Vias post-DR | `around 280` |
| Routed Antenna Nets | `0` |
| Port buffer count | `10` |
| Flops | `0` |
| Worst-case headroom to the max-slew limit | `0.8662` |
| Die Width | `roughly 80 um` |
| First-pass GRT wire length | `around 1.2 mm` |
| Tmin final | `between 1 and 1.5 ns` |
| Post-Synthesis Cells | `35` |
| Hpwl dp | `603.4 um` |
| Share of layout cells above drive strength 1 | `0.5102` |
| Initial core utilization | `0.07399` |
| Final core utilization | `0.1451` |
| P&R area growth vs syn | `96.04%` |
| Worst Max-Slew Pin Slew | `about 0.2 ns` |
| Crit path capture type | `primary output` |
| Worst hold path class | `primary input to primary output` |
| Die area | `approximately 0.0064 mm^2` |
| Critical Path End | `Wtime[3]` |
| Die Y-Extent | `~80 um` |
==> layer usage <==
layer / GRT usage / routed length, um / vias to the layer above
met4: 0 / 0 / 0
met5: 0 / 0 / -
li1: - / - / 152
met2: 0.03130 / 272 / 7
met3: 0.007955 / 67 / 0
met1: 0.03164 / 398 / 122
==> per-stage QoR <==
stage | TNS (ns) | hold WS, ns | worst slack (ns)
floorplan | 0 | 0.5764 | 0.1648
global placement | -4.427 | 1.580 | -0.9843
detailed placement | -4.506 | 1.577 | -0.9653
CTS | -0.3119 | 0.9333 | -0.1131
global route | -0.5015 | 0.9446 | -0.1609
finish | -0.2699 | 0.9005 | -0.1030
==> cell families after synthesis <==
| group | count (synthesis) | share of synthesized area |
|---|---|---|
| and+or+nand+nor | 12 | 0.2525 |
| adders and majority gates | 6 | 0.2970 |
| xor gates and xnor gates | 1 | 0.03466 |
| buffers and inverters | 6 | 0.1386 |
| AOI/OAI and AO/OA | 10 | 0.2772 |
==> cells in the mapped netlist (all sizes together) <==
| cell | n | area (um^2) |
|---|---|---|
| xnor2 | 1 | 8.760 |
| o211ai | 2 | 15.01 |
| or2 | 1 | 6.260 |
| nor2b | 2 | 12.51 |
| nand2b | 2 | 12.51 |
| a22o | 2 | 17.52 |
| a211o | 1 | 8.760 |
| inv | 3 | 11.26 |
| nand2 | 3 | 11.26 |
| nand3b | 1 | 7.510 |
| ha | 6 | 75.07 |
| a31oi | 2 | 12.51 |
| nor2 | 3 | 13.77 |
| o21ai | 2 | 10.01 |
| buf | 3 | 23.77 |
| o22ai | 1 | 6.260 |
==> layout by cell type, fill, tap and decap left out, types with 2 or more instances in the layout <==
| master | netlist | layout |
|---|---|---|
| ha_1 | 6 | 2 |
| buf_2 | 1 | 5 |
| buf_4 | 1 | 5 |
| nand2b_1 | 2 | 2 |
| buf_6 | 1 | 3 |
| nand2_1 | 3 | 3 |
| o211ai_1 | 2 | 2 |
| ha_4 | 0 | 3 |
| a31oi_1 | 2 | 2 |
| a22o_1 | 2 | 2 |
| nor2_1 | 2 | 2 |
==> report_power, final <==
| group | internal (W) | leakage (nW) | total (W) | switching (W) |
|---|---|---|---|---|
| clock | 0 | 0 | 0 | 0 |
| combinational | 0.0000716 | 0.201 | 0.000125 | 0.0000538 |
| sequential | 0 | 0 | 0 | 0 |
==> worst min-delay path by stage <==
stage / slack, ns / to / depth (start not counted)
6_report: 0.90 / Wtime[0] / 4
5_1_grt: 0.94 / Wtime[0] / 4
4_1_cts: 0.93 / Wtime[0] / 4
==> cell type report <==
class / count / area [um^2]
Tap cell: 46 / 57.56
Multi-Input combinational cell: 29 / 269.0
Inverter: 3 / 18.77
Fill cell: 394 / 2920
Timing Repair Buffer: 17 / 150.1
==> worst max-delay path, stage by stage <==
cell and delay (ns):
buf_12 0.11, buf_6 0.12, ha_4 0.15, a22o_1 0.20, a22o_1 0.20, buf_2 0.11
==> what timing repair did <==
item / in CTS / in global routing
pin swaps: 8 / 6
resized: 53 / 7
gates cloned: 0 / 0
hold buffers: 0 / 0
endpoints found under the setup margin: 5 / 4
setup buffers: 1 / 0
Power and IR drop assume default switching activity.
